<file path="./design.v">
`timescale 1ns/1ps
module Greatest_Common_Divisor (clk, rst_n, start, a, b, done, gcd);
input clk, rst_n;
input start;
input [15:0] a;
input [15:0] b;
output done;
output [15:0] gcd;
parameter WAIT = 2'b00;
parameter CAL = 2'b01;
parameter FINISH = 2'b10;
reg done;
reg flag;
reg[15:0] gcd;
reg cnt;
reg[1:0] state;
reg[1:0] next_state;
reg[15:0] buffer_a,buffer_b,next_buffer_a,next_buffer_b;
reg[15:0] t;
always@(posedge clk)begin
    if(!rst_n) state<=WAIT;
    else state<=next_state;
end
always@(posedge clk)begin
    if(!rst_n)begin
        buffer_a<=0;
        buffer_b<=0;
    end
    else begin
        buffer_a<=next_buffer_a;
        buffer_b<=next_buffer_b;
    end
end
always@(posedge clk)begin
    if(state!=FINISH) cnt<=0;
    else cnt<=cnt+1;
end
always@(*)begin
    case(state)
    WAIT:begin
        done=0;
        gcd=0;
        if(start) begin
            next_buffer_a=(a>b)?a:b;
            next_buffer_b=(a>b)?b:a;
            next_state=CAL;
        end else begin
            next_state=WAIT;
        end   
    end
    CAL:begin
        done=0;
        gcd=0;
        if(buffer_a != buffer_b)begin
            t=buffer_a - buffer_b;
            next_buffer_a=(t>buffer_b)?t:buffer_b; 
            next_buffer_b=(t>buffer_b)?buffer_b:t;
        end else begin
            t=t+0;
            next_buffer_a=next_buffer_a+0;
            next_buffer_b=next_buffer_b+0;
        end
        if(buffer_a != buffer_b) next_state=CAL;
        else next_state=FINISH;
    end
    FINISH:begin
        gcd=buffer_a;
        done=1;
        if(cnt==1) next_state=WAIT;
        else next_state=FINISH;
    end
    default:begin end
    endcase
end
endmodule
</file>
<file path="./config.mk">
export PLATFORM = sky130hd
export DESIGN_NAME = Greatest_Common_Divisor
export DESIGN_NICKNAME = Greatest_Common_Divisor
export VERILOG_FILES = /design/flow/design.v
export SDC_FILE = /design/flow/constraint.sdc
export NUM_CORES = 4
export LEC_CHECK = 1
export CORE_UTILIZATION = 30
</file>
<file path="./constraint.sdc">
current_design Greatest_Common_Divisor

set clk_period 1.0
set clk_io_pct 0.2

create_clock -name clk0 -period $clk_period [get_ports {clk}]

set non_clock_inputs [all_inputs -no_clocks]
set_input_delay [expr $clk_period * $clk_io_pct] -clock clk0 $non_clock_inputs
set_output_delay [expr $clk_period * $clk_io_pct] -clock clk0 [all_outputs]
</file>
<file path="./run.sh">
#!/bin/bash
# OpenROAD 26Q1-2900-gdf79404cd8, Yosys 0.63+post, stock flow scripts
make -C /OpenROAD-flow-scripts/flow DESIGN_CONFIG=/design/flow/config.mk WORK_HOME=/design/flow/orfs finish
</file>
==> impl_metrics.py <==
# Metrics from the implementation run
metrics = {
    "outcome": {
        "status": "complete, no violations",
    },
    "finish": {
        "fin_cells": 768,
        "final_cell_mix": "and2_1, ha_1, dlxtn_1, clkdlybuf4s50_1, inv_1",
        "syn2layout_area_growth_pct": 18.3,
        "final_common_cell": "and2_1",
        "layout-drive-gt1-share": 0.0534,
    },
    "yosys": {
        "edf_count": 0,
        "syn_avg_cell_area_um2": 8.72,
        "syn_area_mm2": 0.00467,
        "ys_area_mm2": 0.00467,
        "yosysWarningCount": 33,
        "synth.distinct_cells": 54,
        "numSynthFlops": 86,
        "ys_cells": 535,
        "ys.flop_type": "dlxtn_1",
        "syn_inst": 535,
        "synth-async-reset-ratio": 0,
    },
    "pwr": {
        "ir_drop_uv": 624,
        "leakagePower_nw": 2.49,
        "p_per_area_mw_per_mm2": 1250,
    },
    "final_timing": {
        "untimed_endpoints": 68,
        "layout_min_cycle_time_ns": 0.888,
        "rsz0062_at_grt": "false",
        "fmax_mhz": 1130,
        "tightest_slew_ns": 0.886,
        "setup_viol": 0,
        "fin_skew_ns": 0.000104,
        "min_period_over_period": 0.888,
        "setup_slack_ns": 0.112,
        "unclocked_pins": 51,
        "hold_viol_final": 0,
        "slew_headroom": 0.409,
        "finalMaxSlewViolations": 0,
    },
    "grt": {
        "grt_use_total": 0.144,
        "met1_usage": 0.220,
        "grt_pass1_vias": 3699,
        "grtUsageMet2": 0.225,
        "grt_use_met3": 0.0206,
        "top_usage_layer": "met2",
        "grt_pass1_wl_mm": 18.3,
        "grt_max_degree": 42,
        "grt_overflow": 0,
        "grt_antenna_before_repair": 0,
    },
    "place": {
        "io_buffer_count": 51,
        "place_congestion": 0.867,
        "dp_cells": 760,
        "dp_slack_ns": -0.121,
        "dpl.hpwl_mm": 8.85,
    },
    "die": {
        "rows": 45,
        "core_mm2": 0.0152,
        "die_y_um": 127,
        "initCoreUtil": 0.307,
        "dieArea_mm2": 0.0161,
        "io_pins": 52,
        "floorplan.die.width_um": 127,
    },
    "worst_setup_path": {
        "cp.arrival_ns": 1.05,
        "timing.rr.start": "state[0]",
        "critPathLaunch": "state[0]",
        "path_max_fanout": 3,
        "crit_path_end_kind": "flip-flop",
        "critPathKind": "reg2reg",
        "cp.required_ns": 1.17,
        "startpoint_type": "flip-flop",
    },
    "clock_tree": {
        "cts-root-buf": "clkbuf_16",
        "postCtsHoldBufs": 0,
        "worst_skew_pair.late_latency_ns": 0.28,
        "htree_levels": 2,
        "cts_buffer_depth": 2,
        "cts_setup_buffers": 0,
        "ctsResizeCount": 0,
        "clkSlewWorstSetupHoldPaths_ns": 0.05,
        "numCtsBuffers": 5,
        "cts_tree": "built",
    },
    "route": {
        "first_iter_violations": 189,
        "wire_per_inst_um": 14.4,
        "routed_via_density": 4.97,
        "antenna_cells": 0,
        "drc": 0,
        "first_pass_iters": 4,
        "antenna_left": 0,
        "vias": 3819,
        "wl_mm": 11.0,
    },
    "hold_path": {
        "hold_class": "reg2reg",
        "min_from": "cnt",
    },
    "flow_run": {
        "warning_count": 29,
        "drv_cap": 0,
    },
}
final cells by class:
class	count	area [µm²]
clock buffers	7	133
fillers	1527	9680
well taps	188	235
clock inverters	1	5.00
repair buffers	57	568
multi-input cells	387	2960
flip-flops and latches	86	1470
inverters	42	158
critical path, cell delays in order, from the launching register on:
cell	delay, ns
dfxtp_1	0.35
inv_1	0.08
ha_1	0.20
nor2b_1	0.15
per-layer routing:
layer	up-vias	wire length, µm
met5	-	0
met4	0	149
met3	9	506
met2	85	4620
met1	1743	5750
li1	1982	-
logic make-up after synthesis:
family | synth area share
AND/OR/NAND/NOR | 0.159
adder cells (fa/ha/maj) | 0.141
latches | 0.164
multiplexers | 0.110
buffers and inverters | 0.0558
flip-flops | 0.150
AND-OR/OR-AND | 0.192
XOR/XNOR | 0.0281
registers in the layout, summed over array words and instances (netlist names):
signal,count
gcd,16
next_state,2
done,1
next_buffer_b,16
cnt,1
next_buffer_a,16
buffer_a,16
state,2
buffer_b,16
report_power, final:
group	switching [mW]	internal (mW)
registers	0.123	1.71
logic	1.98	1.60
clock network	0.549	0.919
cells in the mapped netlist (4+ instances only):
library cell,instances,share of area
buf_2,4,0.0043
a21oi_1,32,0.034
mux2_4,6,0.019
mux2i_1,38,0.082
a211oi_1,7,0.011
nand2_1,24,0.019
inv_1,42,0.034
nand4_1,9,0.012
dlxtn_1,51,0.16
nand3_1,10,0.011
a21o_1,18,0.029
o22ai_1,23,0.031
mux2_2,4,0.0097
dfxtp_1,35,0.15
clkbuf_1,11,0.0088
nor3_1,6,0.0064
xnor2_1,11,0.021
and2_1,52,0.070
o211ai_1,6,0.0097
nor2b_1,4,0.0054
o21ai_0,18,0.019
xor2_1,4,0.0075
ha_1,51,0.14
a31oi_1,4,0.0054
nor2_1,18,0.014
per-stage QoR:
step / util / total power, mW / TNS [ns] / instance area, µm² / hold WS, ns
6_report: 0.363 / 6.89 / 0 / 5520 / 0.404
5_1_grt: 0.363 / 7.43 / 0 / 5520 / 0.441
4_1_cts: 0.363 / 6.92 / 0 / 5520 / 0.403
3_5_place_dp: 0.354 / 5.42 / -3.44 / 5380 / 0.396
3_3_place_gp: 0.354 / 5.34 / -3.02 / 5380 / 0.393
2_1_floorplan: - / 4.55 / 0 / 4670 / 0.327
path summary, 6_finish.rpt:
path              slack [ns]  end  cells after the start
setup / recovery        0.11  cnt                      3
hold / removal          0.40  cnt                      1
hold reg to reg         0.40  cnt                      1
setup reg to reg        0.11  cnt                      3
Power and IR drop assume default switching activity.
