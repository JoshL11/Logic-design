==> /design/flow/design.v <==
`timescale 1ns/1ps
module Multi_Bank_Memory (clk, ren, wen, waddr, raddr, din, dout);
input clk;
input ren, wen;
input [10:0] waddr;
input [10:0] raddr;
input [7:0] din;
output reg [7:0] dout;
wire [6:0] addr[3:0];
wire [3:0] w,r;
wire [7:0] wout[3:0];
reg [10:0] r_addr;
assign w[0] = wen && ~waddr[10] && ~waddr[9]; 
assign w[1] = wen && ~waddr[10] && waddr[9];
assign w[2] = wen && waddr[10] && ~waddr[9]; 
assign w[3] = wen && waddr[10] && waddr[9];
assign r[0] = ren && ~raddr[10] && ~raddr[9]; 
assign r[1] = ren && ~raddr[10] && raddr[9];
assign r[2] = ren && raddr[10] && ~raddr[9]; 
assign r[3] = ren && raddr[10] && raddr[9];
Bank b1(clk, r[0], w[0], waddr, raddr, din, wout[0]);
Bank b2(clk, r[1], w[1], waddr, raddr, din, wout[1]);
Bank b3(clk, r[2], w[2], waddr, raddr, din, wout[2]);
Bank b4(clk, r[3], w[3], waddr, raddr, din, wout[3]);
always @(posedge clk) begin
    r_addr <= raddr;
end
always @(*) begin
    if(r_addr[10:9] == 0) dout = wout[0];
    else if(r_addr[10:9] == 1) dout = wout[1];
    else if(r_addr[10:9]== 2) dout = wout[2];
    else if(r_addr[10:9] == 3) dout = wout[3];
    else dout = 8'b00000000;
end
endmodule
module Bank(clk, ren, wen, waddr, raddr, din, dout);
input clk;
input ren, wen;
input [10:0] waddr;
input [10:0] raddr;
input [7:0] din;
output reg [7:0] dout;
wire [7:0] wout[3:0];
wire [6:0] addr[3:0];
wire [3:0] w,r;
reg [10:0] r_addr;
assign w[0] = wen && ~waddr[8] && ~waddr[7]; 
assign w[1] = wen && ~waddr[8] && waddr[7];
assign w[2] = wen && waddr[8] && ~waddr[7]; 
assign w[3] = wen && waddr[8] && waddr[7];
assign r[0] = ren && ~raddr[8] && ~raddr[7]; 
assign r[1] = ren && ~raddr[8] && raddr[7];
assign r[2] = ren && raddr[8] && ~raddr[7]; 
assign r[3] = ren && raddr[8] && raddr[7];
assign addr[0] = (r[0]) ? raddr[6:0] : waddr[6:0];
assign addr[1] = (r[1]) ? raddr[6:0] : waddr[6:0];
assign addr[2] = (r[2]) ? raddr[6:0] : waddr[6:0];
assign addr[3] = (r[3]) ? raddr[6:0] : waddr[6:0]; 
Memory m1(clk, r[0], w[0], addr[0], din, wout[0]);
Memory m2(clk, r[1], w[1], addr[1], din, wout[1]);
Memory m3(clk, r[2], w[2], addr[2], din, wout[2]);
Memory m4(clk, r[3], w[3], addr[3], din, wout[3]);
always @(posedge clk) begin
    r_addr <= raddr;
end
always @(*) begin
    if(r_addr[8:7] == 0) dout = wout[0];
    else if(r_addr[8:7] == 1) dout = wout[1];
    else if(r_addr[8:7]== 2) dout = wout[2];
    else if(r_addr[8:7] == 3) dout = wout[3];
    else dout = 8'b00000000;
end
endmodule
module Memory (clk, ren, wen, addr, din, dout);
input clk;
input ren, wen;
input [6:0] addr;
input [7:0] din;
output [7:0] dout;
reg [7:0] mem[127:0];
reg [7:0] dout;
always @(posedge clk) begin
    if(ren == 1'b1 ) 
    begin
        dout <= mem[addr];
    end
    else  if(wen == 1'b1 )begin
        mem[addr] <= din;
        dout <= 8'b0;
     end
     else dout <= 0;
end
endmodule
==> /design/flow/config.mk <==
export PLATFORM = sky130hd
export DESIGN_NAME = Multi_Bank_Memory
export DESIGN_NICKNAME = Multi_Bank_Memory
export VERILOG_FILES = /design/flow/design.v
export SDC_FILE = /design/flow/constraint.sdc
export NUM_CORES = 4
export LEC_CHECK = 1
export CORE_UTILIZATION = 30
export SYNTH_MEMORY_MAX_BITS = 65536
==> /design/flow/constraint.sdc <==
current_design Multi_Bank_Memory

set clk_period 15.3
set clk_io_pct 0.2

create_clock -name clk0 -period $clk_period [get_ports {clk}]

set non_clock_inputs [all_inputs -no_clocks]
set_input_delay [expr $clk_period * $clk_io_pct] -clock clk0 $non_clock_inputs
set_output_delay [expr $clk_period * $clk_io_pct] -clock clk0 [all_outputs]
==> /design/flow/run.sh <==
#!/bin/bash
# OpenROAD 26Q1-2900-gdf79404cd8, Yosys 0.63+post, stock flow scripts
make -C /OpenROAD-flow-scripts/flow DESIGN_CONFIG=/design/flow/config.mk WORK_HOME=/design/flow/orfs finish
==> reports/metrics.cfg <==
[clock_tree]
cts_resized = 0
cts_tree = built
clock-sinks = 16516
cts-hold-fix-buffers = 0
cts_setup_buffers = 0
clock_path_buffers = 6
htreeDepth = 7
cts_inserted_buffers = 1679
insertion_delay_ps = 1390
cts_root_buf = clkbuf_16
cts.clk_slew.worst_paths_ps = 60

[sta]
period_used_pct = 57.55
fin_crit_ps = 8805
fmax_mhz = 113.6
fin_ws_ps = 6495
finalSetupViolations = 0
timing.hold.ws_ps = 682.9
rsz0062_at_grt = false
worstMarginPinSlew_ps = 1548
max_slew_margin_pct = -4.289
hold_viol = 0
tns_ps = 0
slew_viol_final = 2
finalClockSkew_ps = 161.4

[yosys]
edf_count = 16384
ys_cells = 36932
syn_inst = 36932
yosysWarnings = 3
async_reset_ff_share_pct = 0
yosysChipArea_mm2 = 0.6151
syn_area_per_cell_um2 = 16.65
synth_area_mm2 = 0.6151
synth_flop_count = 16516
synth_seq_share_pct = 80.42
flop_cell = edfxtp_1
synth.distinct_cells = 88

[floorplan]
fp_util_pct = 30.10
chipArea_mm2 = 2.056
die-height_um = 1434
core_mm2 = 2.044
ios = 41
num_rows = 525
die_w_um = 1434

[grt]
grt_util_all_layers_pct = 20.59
globalRoute.totalOverflow = 0
grt_max_degree = 131
grt_pass1_vias = 376487
antenna_found_initial = 229
grt_pass1_wl_um = 2838000

[critical_path]
cpLargestDelayFamily = buffers and inverters
crit_buf_inv = 4
crit_path_max_incr_delay_ps = 1370
arrival_ps = 10070
cp-end-kind = register
path_class = input pin to register
slowest_stage = o21ai_0
path_cells = clkdlybuf4s50_1 -> nand2_1 -> o21ai_0 -> buf_4 -> and2_4 -> buf_4 -> buf_4 -> mux2i_1 -> o21ai_0 -> o311ai_0 -> nand4_1 -> nor4_1 -> a31oi_1
required_ps = 16570
cp_common_cell = buf_4
startpoint_type = input pin
crit_path_max_fanout = 30

[flow_run]
cap_violations = 1
warnings = 152

[power_and_ir_drop]
p_switching_mw = 20.35
seq_power_share_pct = 53.3
ir_drop_mv = 0.1247
comb_power_share_pct = 4.8
netSwitchingFraction_pct = 21.81
power_density_mw_per_mm2 = 130.5
p_total_mw = 93.30
power.leakage_nw = 219.7
internal_power_mw = 72.95
clockPowerShare_pct = 41.8

[routing]
drt_pass1_iterations = 8
ant_nets = 1
viasPerCell = 5.404
drcViolationCount = 0
wl_per_cell_um = 29.88
vias = 366227
drtIter0Drc = 29060
routed_wl_um = 2025000

[layout]
area_growth_pct = 16.23
final_cell_area_mm2 = 0.7149
lay_top_count = edfxtp_1
final_util_pct = 34.98
fin_cells = 67770
drive_above_1_share_pct = 12.86
layout_top_cells = edfxtp_1, a22oi_1, nand2_1, buf_4, nor2_1

[placement]
io_buffers = 40
pre_cts_ws_ps = 5501
gp_congestion = 0.9838
place_area_mm2 = 0.6619
place_inst = 64105
dp_hpwl_um = 1239000

[status]
violations = antenna violations, max-capacitance violations, max-slew violations
outcome = finished with violations

[hold_path]
hold_path.class = register to register

-- power by group through the flow --
| stage | Combinational [mW] | Clock, mW | Sequential [mW] |
|---|---|---|---|
| finish | 4.52 | 39.0 | 49.8 |
| global route | 4.73 | 41.1 | 49.7 |
| CTS | 4.42 | 39.4 | 49.7 |
-- final timing paths --
kind / endpoint / cells after the start / slack [ps] / from
worst min-delay path: b1.m3.dout[1]$_SDFF_PP0_ / 4 / 680 / b1.m3.mem[48][1]$_DFFE_PP_
worst min register to register: b1.m3.dout[1]$_SDFF_PP0_ / 4 / 680 / b1.m3.mem[48][1]$_DFFE_PP_
worst max-delay path: b3.m4.dout[3]$_SDFF_PP0_ / 13 / 6490 / raddr[7]
worst max register to register: b2.m3.dout[6]$_SDFF_PP0_ / 6 / 12030 / b2.m3.mem[47][6]$_DFFE_PP_
-- synth_stat cells (226+ instances only) --
| cell | instances | area share (%) |
|---|---|---|
| a21oi_1 | 1093 | 0.89 |
| a221oi_1 | 945 | 1.3 |
| a22o_1 | 909 | 1.3 |
| a22oi_1 | 5038 | 6.1 |
| a31oi_1 | 804 | 0.82 |
| buf_1 | 490 | 0.30 |
| buf_2 | 454 | 0.37 |
| clkbuf_1 | 1500 | 0.92 |
| edfxtp_1 | 16384 | 80 |
| mux2i_1 | 375 | 0.61 |
| nand2_1 | 3026 | 1.8 |
| nand3_1 | 604 | 0.49 |
| nor2_1 | 2375 | 1.4 |
| nor3_1 | 226 | 0.18 |
| o21ai_0 | 718 | 0.58 |
-- layer usage --
metal	track usage, %	vias to the layer above	share of wire, %
met5	4.836	-	0.40
met4	9.200	268	5.4
met3	17.66	4538	19
met2	28.94	26328	44
met1	21.42	180655	31
li1	-	154438	-
-- worst reg2reg max path: stages (launching register included) --
cell      delay (ps)
edfxtp_1         350
a22o_1           220
a221oi_1         260
a31oi_1          340
or4_1            650
nor4_1           740
o21ai_0          430
-- area by class of cell --
cell class | instances | area, um2
fill | 188475 | 1329000
tap | 27140 | 33960
sequential | 16516 | 494600
inverter | 8 | 30.03
clock inverter | 885 | 7039
timing repair buffer | 2483 | 19730
antenna | 674 | 1687
clock buffer | 2105 | 44330
multi-input combinational | 17959 | 113500
-- kinds of logic (layout without fill, tap and decap cells) --
logic type / after synthesis / count (layout) / share of synthesized area [%]
AND-OR/OR-AND: 10675 / 10675 / 12.56
buffers and inverters: 2457 / 5481 / 1.596
flip-flops: 16516 / 16516 / 80.42
multiplexers: 434 / 434 / 0.7915
other: 0 / 674 / 0
AND/OR/NAND/NOR: 6850 / 6850 / 4.632
No activity file was given, so power comes from the tool's default toggle rates.
