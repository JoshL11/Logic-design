===== design/flow/config.mk =====
export PLATFORM = sky130hd
export DESIGN_NAME = Multiplier_4bit
export DESIGN_NICKNAME = Multiplier_4bit
export VERILOG_FILES = /design/flow/design.v
export SDC_FILE = /design/flow/constraint.sdc
export NUM_CORES = 4
export LEC_CHECK = 1
export CORE_AREA = 10 10 70 70
export DIE_AREA = 0 0 80 80

===== design/flow/constraint.sdc =====
current_design Multiplier_4bit

set clk_period 5.5
set clk_io_pct 0.2

create_clock -name clk0 -period $clk_period

set non_clock_inputs [all_inputs -no_clocks]
set_input_delay [expr $clk_period * $clk_io_pct] -clock clk0 $non_clock_inputs
set_output_delay [expr $clk_period * $clk_io_pct] -clock clk0 [all_outputs]

===== design/flow/design.v =====
`timescale 1ns/1ps
module Multiplier_4bit(a, b, p);
input [3:0] a, b;
output [7:0] p;
wire [3:0] na, nb, nc, nd;
and2in a1(a[0],b[0],p[0]);
and2in a2(a[1],b[0],na[0]);
and2in a3(a[2],b[0],na[1]);
and2in a4(a[3],b[0],na[2]);
and2in a5(a[0],b[1],nb[0]);
and2in a6(a[1],b[1],nb[1]);
and2in a7(a[2],b[1],nb[2]);
and2in a8(a[3],b[1],nb[3]);
and2in a11(a[0],b[2],nc[0]);
and2in a12(a[1],b[2],nc[1]);
and2in a13(a[2],b[2],nc[2]);
and2in a14(a[3],b[2],nc[3]);
and2in a15(a[0],b[3],nd[0]);
and2in a16(a[1],b[3],nd[1]);
and2in a17(a[2],b[3],nd[2]);
and2in a18(a[3],b[3],nd[3]);
wire [3:0] sum0, sum1, sum2, sum3;
wire c1,c2,c3;
bit_adder ad1(nb[0],nb[1],nb[2],nb[3],na[0],na[1],na[2],0,p[1],sum0[1],sum0[2],sum0[3],c1);
bit_adder ad2(sum0[1],sum0[2],sum0[3],c1,nc[0],nc[1],nc[2],nc[3],p[2],sum1[1],sum1[2],sum1[3],c2);
bit_adder ad3(sum1[1],sum1[2],sum1[3],c2,nd[0],nd[1],nd[2],nd[3],p[3],p[4],p[5],p[6],p[7]);
endmodule
module bit_adder(a0,a1,a2,a3,b0,b1,b2,b3,s0,s1,s2,s3,cout);
input a0,a1,a2,a3,b0,b1,b2,b3;
output s0,s1,s2,s3,cout;
wire c0,c1,c2;
Full_Adder f1(a0,b0,0,c0,s0);
Full_Adder f2(a1,b1,c0,c1,s1);
Full_Adder f3(a2,b2,c1,c2,s2);
Full_Adder f4(a3,b3,c2,cout,s3);
endmodule
module Half_Adder(a, b, cout, sum);
input a, b;
output cout, sum;
wire na,nb,nc;
xor2in a1(a,b,sum);
and2in a2(a,b,cout);
endmodule
module Full_Adder (a, b, cin, cout, sum);
input a, b, cin;
output cout, sum;
wire na,nb,nc;
Majority m1(a,b,cin,cout);
xor2in x1(a,b,na);
xor2in x2(na,cin,sum);
endmodule
module Majority(a, b, c, out);
input a, b, c;
output out;
wire qa,qb,qc,qd,qe,qf;
and2in a1(a,b,qa);
and2in a2(a,c,qb);
and2in a3(b,c,qc);
or2in a4(qa,qb,qd);
or2in a5(qd,qc,out);
endmodule
module and2in(a,b,out);
input a,b;
output out;
wire o1;
nand n1(o1,a,b);
nand n2(out,o1,o1);
endmodule
module or2in(a,b,out);
input a,b;
output out;
wire o1,o2;
nand n1(o1,a,a);
nand n2(o2,b,b);
nand n3(out,o1,o2);
endmodule
module nor2in(a,b,out);
input a,b;
output out;
wire o1;
or2in or1(a,b,o1);
nand n1(out,o1,o1);
endmodule
module xor2in(a,b,out);
input a,b;
output out;
wire o1,o2,a_bar,b_bar;
nand n1(a_bar,a,a);
nand n2(b_bar,b,b);
nand n3(o1,a_bar,b);
nand n4(o2,a,b_bar);
nand n5(out,o1,o2);
endmodule
module xnor2in(a,b,out);
input a,b;
output out;
wire o1,o2;
nand n1(o1,a,b);
or2in or1(a,b,o2);
nand n2(out,o1,o2);
endmodule

===== design/flow/run.sh =====
#!/bin/bash
# OpenROAD 26Q1-2900-gdf79404cd8, Yosys 0.63+post, stock flow scripts
make -C /OpenROAD-flow-scripts/flow DESIGN_CONFIG=/design/flow/config.mk WORK_HOME=/design/flow/orfs finish

==> Flow_metrics.wiki <==
=== Synthesis and place and route ===
{| class="wikitable"
! Metric !! Value
|-
| Final hold viol count || 0
|-
| Hold crit path type || primary input to output pin
|-
| Antenna violations before repair || 0
|-
| Placement Rows || 21
|-
| Diodes inserted || 0
|-
| Pwr per Cell Area || 91.9 nW/um2
|-
| Period Utilization, post-route || 1.01
|-
| Number of sequential cells || 0
|-
| Register area || 0 um2
|-
| Detailed-route wire length per cell || 7.49 um
|-
| Layout Area Growth over Synthesis || 57.0%
|-
| Post-synthesis cell count from yosys || 49
|-
| Worst hold margin || 2.86 ns
|-
| Data arrival at the endpoint of the critical path || 4.44 ns
|-
| Height of the chip || 80 um
|-
| Unrepaired setup endpoints after global routing || yes
|-
| Share of layout cells above drive strength 1 || 0.524
|-
| Max-slew violation total from the final report || 0
|-
| Synthesized netlist cell count || 49
|-
| Kind of capture point of the worst setup path || output pin
|-
| Worst setup slack before clock tree synthesis || -0.902 ns
|-
| Detailed router's first-iteration violation count || 3
|-
| Actual slew at the worst max-slew pin || 0.130 ns
|-
| Weighted congestion reported at the end of routability-driven placement || 0.714
|-
| Status || finished with violations
|-
| HPWL after detailed placement || 791 um
|-
| Worst IR drop on VDD || 0.0189 mV
|-
| Tool Warnings || 34
|-
| Clock tree buffer count of the final layout || 0
|-
| Time the final worst path needs with I/O delays and setup || 5.54 ns
|-
| Minimum setup slack in the final design || -0.0433 ns
|-
| Vias in the first global route || 404
|-
| Synthesized area per cell || 8.38 um2
|-
| Number of port buffers || 16
|-
| Routed via count || 325
|-
| Placeable core region || 3420 um2
|-
| Die width || 80 um
|-
| Worst Hold Depth || 6
|-
| Origin of the worst min-delay path || a[3]
|-
| Global-route wire length before repair || 1700 um
|-
| Required time at the endpoint of the critical path || 4.40 ns
|-
| Element type at the critical path start || primary input
|-
| Count of distinct cell types in the synthesized netlist || 7
|-
| Max_slew headroom || 0.913
|-
| Total setup violations reported at the end of the flow || 1
|-
| Setup Crit Path Kind || primary input to output pin
|-
| Core Util at FP || 0.120
|-
| Mean number of vias per cell || 2.98
|-
| Number of buffers inserted for hold repair after clock tree synthesis || 0
|-
| Violations in the final reports || setup timing
|-
| Crit. Startpoint || b[1]
|-
| TritonRoute pass-1 iters || 2
|-
| Max Clock Freq || 180 MHz
|-
| LEAKAGE || 0.305 nW
|-
| Overall global routing resource usage || 0.0315
|-
| Total grt overflow || 0
|-
| Total Routed Length || 816 um
|-
| Biggest fanout along the worst timing path || 4
|-
| YS chip area || 410 um2
|-
| Ports placed on the boundary || 16
|-
| Cell area after synthesis || 410 um2
|-
| Die Footprint || 6400 um2
|-
| Synthesis Warnings || 2
|-
| Fraction of the yosys area taken by sequential cells || 0
|-
| Final antenna-violating net count || 0
|-
| Largest net degree at the start of global routing || 5
|-
| # Max-Cap Violations || 0
|-
| Remaining routing DRC violations || 0
|-
| Power, Total || 59.2 uW
|}
## worst max-delay path: stages
cell and delay, ns:
sky130_fd_sc_hd__buf_8 0.07, sky130_fd_sc_hd__and2_4 0.14, sky130_fd_sc_hd__ha_4 0.12, sky130_fd_sc_hd__fa_2 0.18, sky130_fd_sc_hd__inv_2 0.03, sky130_fd_sc_hd__fa_1 0.48, sky130_fd_sc_hd__inv_2 0.04, sky130_fd_sc_hd__fa_2 0.37
sky130_fd_sc_hd__inv_2 0.06, sky130_fd_sc_hd__fa_2 0.44, sky130_fd_sc_hd__fa_2 0.38, sky130_fd_sc_hd__fa_2 0.36, sky130_fd_sc_hd__fa_2 0.53, sky130_fd_sc_hd__inv_2 0.03, sky130_fd_sc_hd__buf_2 0.10
## timing repair
| item | in CTS | in global routing |
|---|---|---|
| buffers inserted | 1 | 0 |
| pin swaps | 11 | 10 |
| setup endpoints to repair | 4 | 2 |
| resized | 46 | 5 |
## power by group
group / total, mW / switching [mW] / internal, mW / leakage (nW)
logic: 0.0592 / 0.0208 / 0.0384 / 0.305
clock network: 0 / 0 / 0 / 0
registers: 0 / 0 / 0 / 0
total: 0.0592 / 0.0208 / 0.0384 / 0.305
## layout make-up
type                       instances  area [um2]
fill                             393        2770
inverter                          13        48.8
multi-input combinational         28         334
tap                               46        57.6
timing repair buffer              22         204
## routing by layer
layer	track usage	up-vias	share of wire
met3	0	0	0.016
met5	0	-	0
met4	0	0	0
met2	0.0650	6	0.60
li1	-	159	-
met1	0.0365	160	0.39
## cells in the final DEF (no fill, tap or decap), drive strengths merged
cell and n:
nand2 6, dlymetal6s2s 1, clkdlybuf4s50 7, fa 8, inv 13, and2 10
dlygate4sd2 1, clkbuf 2, buf 11, ha 4
## per-stage QoR
step / cell area, um2 / instances / TNS [ns] / utilization
after CTS: 648 / 109 / -0.0523 / 0.190
after floorplan: 415 / 49 / 0 / -
after global placement: 611 / 108 / -2.51 / 0.179
after global routing: 644 / 109 / -0.173 / 0.189
final: 644 / 109 / -0.0433 / 0.189
after detailed placement: 611 / 108 / -2.54 / 0.179
## logic make-up (layout without fill, tap and decap cells)
logic type | count (synthesis) | in the layout | share of synthesized area
buffers and inverters | 21 | 35 | 0.265
adder cells (fa/ha/maj) | 12 | 12 | 0.512
AND/OR/NAND/NOR | 16 | 16 | 0.223
## synthesized netlist by cell type
| cell | instances | share of area |
|---|---|---|
| sky130_fd_sc_hd__and2_1 | 5 | 0.076 |
| sky130_fd_sc_hd__and2_2 | 5 | 0.091 |
| sky130_fd_sc_hd__buf_4 | 8 | 0.15 |
| sky130_fd_sc_hd__fa_1 | 8 | 0.39 |
| sky130_fd_sc_hd__ha_1 | 4 | 0.12 |
| sky130_fd_sc_hd__inv_1 | 13 | 0.12 |
| sky130_fd_sc_hd__nand2_1 | 6 | 0.055 |
## path summary, 6_finish.rpt
path  endpoint  slack [ns]
min       p[7]        2.86
max       p[6]       -0.04
Power figures rest on the tool's default switching activity, not on a simulated workload.
